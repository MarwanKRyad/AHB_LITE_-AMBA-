`/design/flow/run.sh`:
```
#!/bin/bash
# OpenROAD 26Q1-2900-gdf79404cd8, Yosys 0.63+post, stock flow scripts
make -C /OpenROAD-flow-scripts/flow DESIGN_CONFIG=/design/flow/config.mk WORK_HOME=/design/flow/orfs finish
```
`/design/flow/config.mk`:
```
export PLATFORM = sky130hd
export DESIGN_NAME = master
export DESIGN_NICKNAME = master
export VERILOG_FILES = /design/flow/design.v
export SDC_FILE = /design/flow/constraint.sdc
export NUM_CORES = 4
export LEC_CHECK = 1
export CORE_UTILIZATION = 50
```
`/design/flow/constraint.sdc`:
```
current_design master

set clk_period 8.9
set clk_io_pct 0.2

create_clock -name clk0 -period $clk_period [get_ports {HCLK}]

set non_clock_inputs [all_inputs -no_clocks]
set_input_delay [expr $clk_period * $clk_io_pct] -clock clk0 $non_clock_inputs
set_output_delay [expr $clk_period * $clk_io_pct] -clock clk0 [all_outputs]
```
`/design/flow/design.v`:
```
module master (
	input 				start,				 
	input 				Burst,				 
	input [31:0] 		AWDATA, 			 
	input [31:0] 		AADDR,  			 
	input [2:0]  		ASIZE,  			 
	input [2:0]  		ABURST, 			 
	input [1:0]  		ATRANS, 			 
	input 		 		AWRITE, 			 
	output reg	 		hold,   			 
	output reg [31:0] 	ARDATA,				 
	input 				HCLK,    			 
	input 				HRESETn, 			 
	input 				HREADY,				 
	input 				HRESP,				 
	input [31:0]	    HRDATA,				 
	output reg [31:0] 	HADDR, 				 
	output reg [31:0] 	HWDATA,				 
	output reg        	HWRITE,				 
	output reg[2:0]   	HSIZE, 				 
	output reg[2:0]   	HBURST,				 
	output reg[1:0]   	HTRANS,				 
	output reg	      	HMASTLOCK,			 
	output reg[3:0]   	HPROT 				 
);
parameter Idle=0;
parameter non_seq=1;
parameter seq=2;
reg [1:0] cs,ns;
parameter SINGLE=0;
parameter INCR=1;
reg[31:0]	AWDATA_R;
reg[3:0] 	trans_shift; 				 
reg 		HWRITE_filtered; 			 
always @(posedge HCLK or negedge HRESETn )  
begin
	if(~HRESETn)
	begin
			HWRITE<=0;
			hold<=0;
			HWRITE_filtered<=0;
			HTRANS<=0;
			HSIZE<=0;
			HBURST<=0;
	end
	else 
	begin
		if(HREADY==0)  
		begin
			hold<=1;
		end
		else
		begin
			hold<=0;
			AWDATA_R<=AWDATA; 
			HWRITE<=AWRITE;
			HWRITE_filtered<=HWRITE;  
			HTRANS<=ATRANS;
			HSIZE<=ASIZE;
			if(ABURST==3'b000 ||ABURST==3'b001 )  
			begin
				HBURST<=ABURST;
			end
			else
			begin
				HBURST<=3'b001;  
			end
		end
	end	
end
always @(*)
begin
	case(HSIZE)
	3'd0:	trans_shift=1;
	3'd1:	trans_shift=2;
	3'd2:	trans_shift=4;
	default:trans_shift=4;  
	endcase
end
always @(*) 
begin 
	case (cs)
		Idle:begin
			if(HREADY==0)  
			begin
				ns=Idle;
			end
			else
			begin
				if(start==0)
				begin
					ns=Idle;
				end
				if(start==1)
				begin
					ns=non_seq;
				end	
			end
			 end
		non_seq:begin
				if(HREADY==0)  
				begin
					ns=non_seq;
				end
				else
				begin
					if(start==0)
					begin
						ns=Idle;
					end
					else if (start==1&& Burst==1) begin
						ns=seq;
					end
					else if(start==1)
					begin
						ns=non_seq;
					end
				end
				end
		seq:begin
				if(HREADY==0)  
				begin
					ns=seq;
				end
				else
				begin
					if(start==0 && Burst==0)
					begin
						ns=Idle;
					end
					else if (start==1&& Burst==1) begin
						ns=seq;
					end
					else if(start==1&& Burst==0)
					begin
						ns=non_seq;
					end
				end
				end				
		default : ns=Idle;
	endcase
end
always @(posedge HCLK or negedge HRESETn) 
begin 
	if(~HRESETn) 
	begin
		 cs<= 0;
	end
	else
	begin
		 cs<=ns ;
	end
end
always @(posedge HCLK or negedge HRESETn)
begin
	if(~HRESETn) 
	begin
		 HADDR<= 0;
		 HWDATA<=0;
		 ARDATA<=0;
	end
	else 
	begin
		if(cs==Idle&&start==0)
		begin
			HADDR<=0;
			HWDATA<=0;
			if(HWRITE_filtered==0 )
			begin
				if(HREADY==1)
				begin
					ARDATA<=HRDATA;
				end
			end
		end
		else if	(cs==Idle&&start==1)
		begin
			HADDR<=AADDR;
			HWDATA<=0;
		end
		else if (cs==non_seq && start==0 && HREADY==1 )  
		begin
			HADDR<=0;
			if(HWRITE==1)
				begin
					HWDATA<=AWDATA_R;
				end	
			if(HWRITE_filtered==0 )
			begin
				if(HREADY==1)
				begin
					ARDATA<=HRDATA;
				end
			end
		end
		else if (cs==non_seq && start==1 && HREADY && ~Burst) 
		begin
			HADDR<=AADDR;
			if(HWRITE==1)
				begin
					HWDATA<=AWDATA_R;
				end		
			if(HWRITE_filtered==0 )
			begin
				if(HREADY==1)
				begin
					ARDATA<=HRDATA;
				end
			end
		end
		else if (cs==non_seq && start==1 && HREADY && Burst)  
		begin
			HADDR<=HADDR+trans_shift;
			if(HWRITE==1)
				begin
					HWDATA<=AWDATA_R;
				end		
			if(HWRITE_filtered==0 )
			begin
				if(HREADY==1)
				begin
					ARDATA<=HRDATA;
				end
			end
		end	
		else if (cs==seq && start==1 && HREADY && Burst)  
		begin
			HADDR<=HADDR+trans_shift;
			if(HWRITE==1)
				begin
					HWDATA<=AWDATA_R;
				end		
			if(HWRITE_filtered==0 )
			begin
				if(HREADY==1)
				begin
					ARDATA<=HRDATA;
				end
			end
		end	
		else if (cs==seq && start==1 && HREADY && ~Burst)  
		begin
			HADDR<=AADDR;
			if(HWRITE==1)
			begin
					HWDATA<=AWDATA_R;
			end		
			if(HWRITE_filtered==0 )
			begin
				if(HREADY==1)
				begin
					ARDATA<=HRDATA;
				end
			end
		end		
		else if (cs==seq && ~start && HREADY && ~Burst)  
		begin
			HADDR<=0;
			if(HWRITE==1)
			begin
				HWDATA<=AWDATA_R;
			end		
			if(HWRITE_filtered==0 )
			begin
				if(HREADY==1)
				begin
					ARDATA<=HRDATA;
				end	
			end
		end	
	end
end
endmodule 
```
==> flow_summary.json <==
{
  "outcome": "complete, no violations",
  "ys_cells": 566,
  "pre_cts_slack_ns": 4.95,
  "slew-limit-headroom": 0.372,
  "yosysWarnings": 6,
  "syn_area_per_cell_sq_um": 11.2,
  "vias_per_cell": 5.42,
  "setup_tns_ns": 0,
  "setup_violations": 0,
  "hold_slack_ns": 0.472,
  "dr.first_iter.drc_count": 382,
  "hp-class": "flop to flop",
  "wl_per_cell_um": 16.9,
  "ff_type": "dfrtp_1",
  "fp_util": 0.521,
  "port_buffers": 215,
  "critPathCaptureType": "flop",
  "ys_area_sq_mm": 0.00634,
  "top_logic_kind": "simple AND/OR/NAND/NOR gates",
  "cts_setup_buffers": 0,
  "synth_cell_types": 63,
  "xor_share": 0.00967,
  "ys_ff": 143,
  "cp.required_ns": 9.19,
  "grt_pass1_wl_mm": 25.9,
  "worst_pin_slew_ns": 0.935,
  "grt_overflow": 0,
  "synth_area_sq_mm": 0.00634,
  "ioPinCount": 222,
  "cts_tree": "yes",
  "cap_violations": 0,
  "grt_start_max_net_pins": 65,
  "edf_count": 32,
  "cts_resized": 0,
  "dr.pass1.iters": 4,
  "cp-start-kind": "input port",
  "layout_top_cell": "clkdlybuf4s50_1",
  "mostFrequentLayoutCells": "clkdlybuf4s50_1, dfrtp_1, nand2_1",
  "fmax_mhz": 280,
  "slew_violations": 0,
  "synth_cells": 566,
  "clock_path_buffers": 2,
  "gp_congestion": 0.908,
  "path_class": "input port to flop",
  "powerDensity_mw_per_mm2": 184,
  "cts_hold_buf": 0,
  "area_growth_syn_to_layout_pct": 44.7,
  "period_needed_ns": 3.57,
  "ir_drop_mv": 0.155,
  "antenna_cells": 0,
  "cts_root_buffer": "clkbuf_16",
  "aoi_share": 0.117,
  "fillerInstances": 831,
  "drc_errors": 0,
  "cts-htree-levels": 4,
  "drive_gt1_frac": 0.116,
  "critPathArrivalTime_ns": 3.85,
  "place.detailed.hpwl_mm": 10.8,
  "core_area_sq_mm": 0.0122,
  "grt_pass1_vias": 5143,
  "die_y_um": 115,
  "period_used_share": 0.401,
  "grt_antenna_before_repair": 0,
  "crit_fanout": 19,
  "die-area_sq_mm": 0.0131,
  "unclocked_pins": 2,
  "wl_mm": 16.2,
  "untimed_endpoints": 4,
  "ant_nets": 0,
  "synth-async-reset-ratio": 0.762,
  "grt_use_total": 0.268,
  "final_core_util": 0.755,
  "clock_latency_ns": 0.41,
  "warnings": 31,
  "mux_area_frac": 0.0773,
  "cts.clk_slew.worst_paths_ns": 0.06,
  "layout_setup_ws_ns": 5.33,
  "die_width_um": 115,
  "power_leakage_nw": 3.67,
  "hold_viol_final": 0,
  "fin_skew_ns": 0.00630,
  "numCtsBuffers": 17,
  "rows": 40,
  "ys_sh_adder": 0.0189,
  "rsz0062_at_grt": "false",
  "simple_gate_area_frac": 0.153,
  "vias": 5197
}
registers in the layout, summed over array words and instances (netlist names), 2 cells and up:
register / flops
HADDR: 32
ns: 2
HWDATA: 32
HSIZE: 3
cs: 2
ARDATA: 32
AWDATA_R: 32
HBURST: 3
HTRANS: 2
cells in the mapped netlist (3+ instances only):
library cell	count	share of area
a22oi_1	9	0.011
clkbuf_1	20	0.012
xor2_1	4	0.0055
nand4_1	8	0.0079
inv_1	12	0.0071
o211ai_1	6	0.0071
nor2b_1	5	0.0049
a31oi_1	5	0.0049
and2_1	3	0.0030
xnor2_1	3	0.0041
o311ai_0	6	0.0083
and3_1	4	0.0039
nor4_1	10	0.0099
a221o_1	7	0.011
dfrtp_1	109	0.43
edfxtp_1	32	0.15
and4_1	4	0.0055
nor2_1	12	0.0071
nand2_1	104	0.062
nand2b_1	6	0.0059
nor3_1	13	0.010
or3_1	5	0.0049
o21ai_0	52	0.041
buf_6	3	0.0053
ha_1	8	0.016
mux2_2	40	0.071
nand3_1	13	0.010
buf_4	6	0.0071
a21oi_1	5	0.0039
mux2i_1	4	0.0063
buf_2	5	0.0039
worst max-delay path, cell delays in order:
cell,delay [ns]
clkdlybuf4s50_1,0.71
and4_1,0.76
nand3_1,0.25
o311ai_0,0.35
power breakdown:
part           switching, mW  internal [mW]  leakage [nW]
Combinational         0.0750          0.183          1.71
Clock                  0.267          0.394         0.271
Sequential            0.0413          0.730          1.69
cells by family after synthesis:
kind of cell | after synthesis
simple gates | 201
flops | 141
compound gates | 113
buf+inv | 48
mux | 44
fa+ha+maj | 9
xor+xnor | 7
latches | 2
other cells | 1
metal layers:
layer / vias to the layer above / GRT usage / routed length [um]
li1: 2471 / - / -
met1: 2517 / 0.404 / 6630
met2: 190 / 0.423 / 7890
met3: 19 / 0.0739 / 1390
met4: 0 / 0.0416 / 275
met5: - / 0 / 0
metrics by stage:
step / power, mW / area [sq um] / std cells
floorplan: 0.841 / 6360 / 570
global placement: 1.03 / 8620 / 927
detailed placement: 1.04 / 8620 / 927
CTS: 1.70 / 9180 / 959
global route: 1.76 / 9180 / 959
finish: 1.69 / 9180 / 959
path summary, 6_finish.rpt:
| check | depth (start not counted) | end | startpoint | slack [ns] |
|---|---|---|---|---|
| min in group asynchronous | 1 | HADDR[20] | HRESETn | 1.29 |
| hold / removal | 2 | HWDATA[8] | HWDATA[8] | 0.47 |
| setup reg to reg | 11 | HADDR[24] | HSIZE[1] | 6.05 |
| max in group asynchronous | 3 | HWDATA[9] | HRESETn | 6.17 |
| hold reg to reg | 2 | HWDATA[8] | HWDATA[8] | 0.47 |
| setup / recovery | 4 | HADDR[14] | start | 5.33 |
area by class of cell:
type	count	area [sq um]	area share
flip-flops and latches	143	3720	0.405
multi-input cells	379	2420	0.264
repair buffers	225	2220	0.242
clock buffers	20	447	0.0487
well taps	168	210	0.0229
clock inverters	12	113	0.0123
inverters	12	45.0	0.00491
No activity file was given, so power comes from the tool's default toggle rates.
